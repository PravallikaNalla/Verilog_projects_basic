File: flow/design.v
`timescale 1ns / 1ps
module Sequence_detector_Mealy(
    input in_stream,
    input clk,
    input sync_reset,
	 output reg [1:0] state,
    output reg out
    );
	 parameter [1:0] S0   = 2'b00;
	 parameter [1:0] S1   = 2'b01;
	 parameter [1:0] S11  = 2'b10;
	 parameter [1:0] S110 = 2'b11;
	 always @(posedge clk)
	 begin
		if (sync_reset)
			state <= 0;
		else
		begin
			case (state)
				S0:
				begin
					if (in_stream) begin
						state <= S1;
						out <= 0;
					end
					else begin
						state <= S0;
						out <= 0;
					end
				end
				S1:
				begin
					if (in_stream) begin
						state <= S11;
						out <= 0;
					end
					else begin
						state <= S0;
						out <= 0;
					end
				end
				S11:
				begin
					if (in_stream) begin
						state <= S11;
						out <= 0;
					end
					else begin
						state <= S110;
						out <= 0;
					end
				end
				S110:
				begin
					if (in_stream) begin
						state <= S1;
						out <= 1;
					end
					else begin
						state <= S0;
						out <= 0;
					end
				end
			endcase
		end
	 end
endmodule
File: flow/run.sh
#!/bin/bash
# OpenROAD 26Q1-2900-gdf79404cd8, Yosys 0.63+post, stock flow scripts
make -C /OpenROAD-flow-scripts/flow DESIGN_CONFIG=/design/flow/config.mk WORK_HOME=/design/flow/orfs finish
File: flow/config.mk
export PLATFORM = sky130hd
export DESIGN_NAME = Sequence_detector_Mealy
export DESIGN_NICKNAME = Sequence_detector_Mealy
export VERILOG_FILES = /design/flow/design.v
export SDC_FILE = /design/flow/constraint.sdc
export NUM_CORES = 4
export LEC_CHECK = 1
export CORE_AREA = 10 10 70 70
export DIE_AREA = 0 0 80 80
File: flow/constraint.sdc
current_design Sequence_detector_Mealy

set clk_period 1.1
set clk_io_pct 0.2

create_clock -name clk0 -period $clk_period [get_ports {clk}]

set non_clock_inputs [all_inputs -no_clocks]
set_input_delay [expr $clk_period * $clk_io_pct] -clock clk0 $non_clock_inputs
set_output_delay [expr $clk_period * $clk_io_pct] -clock clk0 [all_outputs]
==> Slide: Implementation Results <==
Key Metrics from the Run

Critical path
  – Worst Path Max Fanout: 3
  – R2r endpoint: state[0]
  – RR Startpoint: state[0]
  – CP Launch Type: flip-flop
  – FF-to-FF path depth: 5
  – Crit path to: state[0]
  – Flop2flop setup slack: 0.03 ns
  – Arr. time, crit path: 1.20 ns
  – CP endpoint kind: flip-flop
  – Req. time, crit path: 1.23 ns
  – CP Class: flip-flop to flip-flop
  – Critical path launch point: state[0]

Synth
  – Seq share, synth: 45.5%
  – Cell area leaders: dfxtp_1 26%, ha_1 24%, edfxtp_1 20%
  – Yosys stat area: 154 µm²
  – Synthesized flop and latch total: 3
  – Syn Area/Cell: 11.0 µm²
  – Post-Synthesis Cells: 14
  – Cell Area, Synth: 154 µm²
  – Yosys top cell by area: dfxtp_1
  – Yosys Instances: 14
  – Warnings from Yosys: 1
  – Yosys cell types: 7
  – Area share, top type: 26.0%

Hold path
  – HP Start: sync_reset
  – Hold Crit Class: primary input to flip-flop
  – Cells on Worst Hold Path: 2

Run
  – Tool Warnings: 28
  – MaxCap Viol Count: 0

Route
  – Drt pass-1 iters: 2
  – DRT iter0 DRCs: 12
  – Vias per cell: 1.94
  – Via count: 138
  – DRT antenna net count: 0
  – Routed WL per cell: 6.61 µm
  – Diode count: 0
  – Residual DRC count: 0
  – Post-Route WL: 469 µm

Timing
  – Slew HR: 90.6%
  – Final hold vios: 0
  – Setup TNS: 0 ns
  – Pins Over Slew Limit: 0
  – Final Critical Period: 1.07 ns
  – Clock Skews: 0.00266 ns
  – Max Fclk: 930 MHz
  – Final setup vio count: 0
  – Fin crit share: 97.7%
  – WHS: 0.579 ns
  – Worst-Margin Slew: 0.136 ns

Clock network
  – CTS tree: done
  – Root buf cell: clkbuf_4
  – Total CTS buffers: 3
  – Sink Count: 3
  – Bufs on Longest Clock Path: 2
  – Clock-pin transition on the worst setup and hold timing paths: 0.04 ns
  – H-Tree Level Count: 1
  – Worst skew pair latency: 0.24 ns

Global routing
  – Largest net degree at the start of global routing: 4
  – GRT overflow: 0
  – Vias in the first global route: 160
  – Gr usage total: 1.58%
  – Initial antenna violation count: 0
  – Global-route wire length before repair: 703 µm

Power and ir drop
  – VDD IR max: 147 µV
  – Clk network pwr share: 51.2%
  – Switching part of the total power: 24.2%
  – Register share of total power: 32.3%
  – Switch Pwr: 94.7 µW
  – Comb pwr share: 16.5%
  – Cell Pwr Density: 1170 mW/mm²
  – Internal Power: 297 µW
  – P_leak: 0.000130 µW

Die
  – I/O pin cnt: 6
  – Total core area: 0.00342 mm²
  – Die Height: 80 µm
  – DIE AREA: 0.00640 mm²
  – Chip width: 80 µm
  – Fp util: 4.51%
  – Row count: 21

Final layout
  – Layout cells sized above 1: 52.0%
  – P&R area growth vs syn: 118%

Placed design
  – Port bufs: 5
  – Routability cong.: 0.737

Run status
  – Status: finished, final reports clean
==> worst max-delay path, cell delays in order (launching register included) <==
cell and delay [ns]:
dfxtp_2 0.32, buf_4 0.14, inv_1 0.10, ha_4 0.21, mux2i_1 0.14, nor2_1 0.05
==> routing by layer <==
metal / GRT usage [%] / wire length, µm / up-vias
li1: - / - / 64
met1: 1.20 / 151 / 61
met2: 2.01 / 185 / 9
met3: 2.39 / 111 / 4
met4: 0.704 / 20 / 0
met5: 0 / 0 / -
==> cells by family (layout without fill, tap and decap cells) <==
kind of cell	count (synthesis)	in the layout	synth area share (%)
adders and majority gates	3	3	24.4
buffers and inverters	3	14	7.32
DFF	3	3	45.5
and+or+nand+nor	3	3	9.76
muxes	2	2	13.0
==> worst min path at each step <==
stage,to
4_1_cts,state[0]
5_1_grt,state[1]
6_report,state[1]
==> power by group through the flow <==
stage / logic (µW) / registers, µW / clock network, µW
CTS: 51.1 / 126 / 210
finish: 64.7 / 127 / 200
global route: 70.0 / 127 / 226
==> sequential cells by signal (all words and copies together) (netlist names) <==
signal	count
state	2
out	1
==> cell usage after synthesis (all sizes together) <==
cell,count
ha,3
inv,3
dfxtp,2
mux2i,2
nor2,2
and2,1
edfxtp,1
==> cell usage in the layout (no fill, tap or decap) <==
cell type / synthesis / routed
inv_1: 3 / 2
clkbuf_1: 0 / 1
ha_4: 0 / 2
mux2i_2: 0 / 1
mux2i_1: 2 / 1
clkbuf_4: 0 / 3
ha_2: 0 / 1
and2_2: 1 / 1
clkdlybuf4s50_1: 0 / 2
inv_4: 0 / 1
buf_4: 0 / 2
dlygate4sd2_1: 0 / 3
nor2_1: 2 / 2
edfxtp_1: 1 / 1
dfxtp_2: 0 / 2
==> stage by stage <==
stage	total power [µW]	cells	area [µm²]	setup slack [ns]	util, %
after floorplan	144	14	154	0.180	-
final	391	71	335	0.0251	9.82
after global placement	172	66	269	-0.0176	7.88
after detailed placement	174	66	269	-0.0416	7.88
after global routing	423	71	335	-0.0172	9.82
after CTS	387	72	312	-0.0224	9.12
==> area by class of cell <==
class,instances,area (µm²)
repair buffers,7,61.3
well taps,46,57.6
inverters,3,13.8
multi-input cells,8,104
flip-flops and latches,3,72.6
clock buffers,4,26.3
fillers,399,3080
==> repair_timing <==
| item | CTS | global route |
|---|---|---|
| pin swaps | 0 | 2 |
| gates resized | 6 | 6 |
| endpoints found under the setup margin | 3 | 3 |
| hold buffers | 0 | 0 |
| buffers inserted | 2 | 0 |
Power and IR drop assume default switching activity.
