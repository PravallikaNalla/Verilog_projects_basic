==> flow/design.v <==
`timescale 1ns / 1ps
module Sequence_detector(
    input in_stream,
    input clk,
    input sync_reset,
	 output reg [2:0] state,
    output out
    );
	 parameter [2:0] S0   = 3'b000;
	 parameter [2:0] S1   = 3'b001;
	 parameter [2:0] S11  = 3'b010;
	 parameter [2:0] S110 = 3'b011;
	 parameter [2:0] S1101 = 3'b100;
	 and A1(out, state[2], ~state[1], ~state[0], in_stream);
	 always @(posedge clk)
	 begin
		if (sync_reset)
			state <= 0;
		else
		begin
			case (state)
				S0:
				begin
					if (in_stream)
						state <= S1;
					else
						state <= S0;
				end
				S1:
				begin
					if (in_stream)
						state <= S11;
					else
						state <= S0;
				end
				S11:
				begin
					if (in_stream)
						state <= S11;
					else
						state <= S110;
				end
				S110:
				begin
					if (in_stream)
						state <= S1101;
					else
						state <= S0;
				end
				S1101:
				begin
					if (in_stream)
						state <= S11;
					else
						state <= S0;
				end
			endcase
		end
	 end
endmodule
==> flow/run.sh <==
#!/bin/bash
# OpenROAD 26Q1-2900-gdf79404cd8, Yosys 0.63+post, stock flow scripts
make -C /OpenROAD-flow-scripts/flow DESIGN_CONFIG=/design/flow/config.mk WORK_HOME=/design/flow/orfs finish
==> flow/config.mk <==
export PLATFORM = sky130hd
export DESIGN_NAME = Sequence_detector
export DESIGN_NICKNAME = Sequence_detector
export VERILOG_FILES = /design/flow/design.v
export SDC_FILE = /design/flow/constraint.sdc
export NUM_CORES = 4
export LEC_CHECK = 1
export CORE_AREA = 10 10 70 70
export DIE_AREA = 0 0 80 80
==> flow/constraint.sdc <==
current_design Sequence_detector

set clk_period 1.3
set clk_io_pct 0.2

create_clock -name clk0 -period $clk_period [get_ports {clk}]

set non_clock_inputs [all_inputs -no_clocks]
set_input_delay [expr $clk_period * $clk_io_pct] -clock clk0 $non_clock_inputs
set_output_delay [expr $clk_period * $clk_io_pct] -clock clk0 [all_outputs]
==> Changelog: implementation <==
## Flow update

- CP startpoint: state[0]$_SDFFE_PP0P_
- Type of the most critical hold path: reg2reg
- TritonCTS clock tree: done
- FP Rows: 21
- Worst rel slew slack: 0.872
- Warnings from Yosys: 1
- DIE HEIGHT: around 80 um
- #FFs+latches synth: 3
- Detailed Routing Iterations Pass 1: 4
- GRT Util Overall: 0.0160
- DRC Markers: 0
- CP peak stage delay: around 0.5 ns
- Worst Tran Pin Value: 0.189 ns
- Worst-case reg-to-reg path depth: 4
- Gate Area: between 90 and 100 um2
- Fraction of layout cells with a size suffix above 1: 0.500
- Clk slew on worst S/H paths: 0.04 ns
- Reg2reg start: state[0]$_SDFFE_PP0P_
- Dpl cell area: 287 um2
- Vias per cell: 2.38
- Die area: 6400 um2
- Synth cell types: 11
- Max IR drop VDD: around 120 uV
- Worst-skew pair later-pin latency: 0.23 ns
- Largest reg by FF count: state
- Crit path required time: ~1.5 ns
- Max Cap Viol: 0
- RSZ-0062 raised after global routing: no
- Clk_skew: 0.00321 ns
- # setup viols final: 0
- Initial antenna violation count: 0
- IO Pins: 7
- H-tree depth: 1
- CTS max path bufs: 2
- Sequential Area: roughly 64 um2
- Leak Pwr: 0.133 nW
- Status: finished, final reports clean
- Reg-to-reg slack, setup: 0.05 ns
- PD cells: 915 nW/um2
- Final period utilization: 0.962
- Worst R2R End: state[0]$_SDFFE_PP0P_
- Core area: between 3000 and 4000 um2
- Syn_area_per_cell: around 8.7 um2
- Yosys Instances: 16
- Yosys stat area: around 140 um2
- Tool warnings: 26
- CP max-delay cell: or4_4
- Grt total ovfl: 0
- Simple-Gate Fraction of Synth Area: 0.378
- Worst EP arrival: approximately 1.4 ns
- Worst setup EP type: flip-flop
- Ant diodes: 0
- Final Max Slew Viols: 0
- Routed WL: 520 um
- Gpl congestion: around 0.65
- Cts bufs inserted: 3
- Post-Syn Area: roughly 140 um2
- Kind of critical path: reg2reg
- Worst-path cell chain: buf_6 -> buf_4 -> or4_4 -> a21oi_2
- Vias in the first global route: 201
- Die W: about 80 um
- Fin. Hold Viols: 0
- FMAX: ~800 MHz
- Final non-filler cell total: just under 80
- Largest register FFs: 3
- Antenna-violating nets left: 0
- Post-Synthesis Cells: 16
- Top comb family, area: simple AND/OR/NAND/NOR gates
- Crit Path Max Fanout: 5
- Seq/Total Area, Yosys: 0.432
- Initial DRC Count: 3
- Adder share: 0
- Critical Path Sink: state[0]$_SDFFE_PP0P_
- CTS Sinks: 3
- Fillers: between 400 and 500
- Sum Neg Setup Slack: 0 ns
- Via Count: ~190
- Crit path time final: about 1.3 ns
- Post-Synth AOI/OAI Area: 0.189
- Post-synthesis mux area share: 0
- PortBufs: 6
- Top flop regs: state: 3 flops
- Area fraction in xor and xnor cells: 0
- Area Overhead vs Synth: 150%
- Crit start category: flip-flop
- First-pass GRT wire length: 855 um
- WL/cell: approximately 6.7 um
- Placed Instances: 72
- Clk root buf: clkbuf_4
- Design area: about 350 um2
- DP Wirelength: 363 um
- Starting Density: 0.0407
- Largest net degree at the start of global routing: 7
-- worst min path at each step --
stage	from	end	slack, ns	cells past startpoint
5_1_grt	state[2]$_SDFFE_PP0P_	state[0]$_SDFFE_PP0P_	0.62	3
4_1_cts	in_stream	state[1]$_SDFFE_PP0P_	0.62	4
6_report	state[2]$_SDFFE_PP0P_	state[0]$_SDFFE_PP0P_	0.60	3
-- area by class of cell --
| cell class | count | area share |
|---|---|---|
| Clock buffer | 4 | 0.0758 |
| Multi-Input combinational cell | 13 | 0.267 |
| Tap cell | 46 | 0.166 |
| Timing Repair Buffer | 12 | 0.307 |
| Sequential cell | 3 | 0.184 |
-- per-stage QoR --
step                      worst slack [ns]  hold slack [ns]    util  power, mW
after global routing               0.00869            0.618   0.101      0.335
after detailed placement            -0.447            0.599  0.0839      0.143
after CTS                         -0.00457            0.619   0.101      0.322
final                               0.0489            0.600   0.101      0.317
after global placement              -0.429            0.602  0.0839      0.143
after floorplan                      0.211            0.329       -      0.114
-- cells by family (layout without fill, tap and decap cells) --
group | after synthesis | after routing
AOI/OAI and AO/OA | 5 | 5
buffers and inverters | 0 | 16
DFF | 3 | 3
and+or+nand+nor | 8 | 8
-- worst max-delay path: cells and delay by family (launching register included) --
family                 cells  cell delay (ns)
and+or+nand+nor            1             0.50
DFF                        1             0.32
buffers and inverters      2             0.24
AOI/OAI and AO/OA          1             0.12
-- report_power, final --
part           switching [mW]  total (mW)  leakage (nW)  internal, mW
clock                  0.0471       0.162        0.0150         0.115
sequential            0.00388       0.102        0.0258        0.0984
combinational          0.0175      0.0528        0.0925        0.0353
total                  0.0685       0.317         0.133         0.249
-- cells in the mapped netlist, drive strengths merged --
master	instances	area share
a21oi	3	0.11
a31oi	1	0.045
and2	1	0.045
dfxtp	3	0.43
nand2	2	0.054
nand4bb	1	0.081
nor2	1	0.027
nor4bb	1	0.072
o21ai	1	0.036
or2	1	0.045
or4	1	0.054
-- cell usage in the layout (no fill, tap or decap) --
master / Yosys / routed
clkdlybuf4s50_1: 0 / 1
or4_4: 0 / 1
o21ai_0: 1 / 1
dlygate4sd2_1: 0 / 4
nor2_1: 1 / 1
or2_1: 1 / 1
nand4bb_1: 1 / 1
a21oi_1: 3 / 2
and2_1: 1 / 1
a21oi_2: 0 / 1
nand2_1: 2 / 2
buf_6: 0 / 3
dfxtp_2: 0 / 3
a31oi_1: 1 / 1
buf_4: 0 / 3
buf_2: 0 / 1
clkbuf_4: 0 / 3
nor4bb_2: 0 / 1
clkbuf_1: 0 / 1
-- routing by layer --
| layer | global-route usage | vias to the layer above | share of wire |
|---|---|---|---|
| li1 | - | 95 | - |
| met3 | 0.00455 | 2 | 0.038 |
| met1 | 0.0146 | 86 | 0.36 |
| met4 | 0.0158 | 0 | 0.067 |
| met2 | 0.0273 | 3 | 0.53 |
| met5 | 0 | - | 0 |
-- what timing repair did --
action,CTS,global route
pin swaps,1,2
hold buffers,0,0
setup buffers,3,0
setup endpoints to repair,5,1
gates resized,14,2
Power and IR drop assume default switching activity.
